[/design/flow/run.sh]
#!/bin/bash
# OpenROAD 26Q1-2900-gdf79404cd8, Yosys 0.63+post, stock flow scripts
make -C /OpenROAD-flow-scripts/flow DESIGN_CONFIG=/design/flow/config.mk WORK_HOME=/design/flow/orfs finish
[/design/flow/config.mk]
export PLATFORM = sky130hd
export DESIGN_NAME = fsqr
export DESIGN_NICKNAME = fsqr
export VERILOG_FILES = /design/flow/design.v
export SDC_FILE = /design/flow/constraint.sdc
export NUM_CORES = 4
export LEC_CHECK = 1
export CORE_UTILIZATION = 30
export SYNTH_HDL_FRONTEND = slang
[/design/flow/constraint.sdc]
current_design fsqr

set clk_period 9.9
set clk_io_pct 0.2

create_clock -name clk0 -period $clk_period [get_ports {clk}]

set non_clock_inputs [all_inputs -no_clocks]
set_input_delay [expr $clk_period * $clk_io_pct] -clock clk0 $non_clock_inputs
set_output_delay [expr $clk_period * $clk_io_pct] -clock clk0 [all_outputs]
[/design/flow/design.v]
`default_nettype none
module fmul #(parameter NSTAGE = 2)(
    input wire [31:0] x1,
    input wire [31:0] x2,
    output wire [31:0] y,
    output wire ovf,
    input wire clk,
    input wire rstn);
wire [22:0] m1 = x1[22:0];
wire [22:0] m2 = x2[22:0];
wire [12:0] hi1 = {1'b1, m1[22:11]};
wire [10:0] lo1 = m1[10:0];
wire [12:0] hi2 = {1'b1, m2[22:11]};
wire [10:0] lo2 = m2[10:0];
reg [31:0] x1r[2:0];
reg [31:0] x2r[2:0];
reg [12:0] hi1r, hi2r;
reg [10:0] lo1r, lo2r;
wire [25:0] hh = hi1r * hi2r;
wire [23:0] hl = hi1r * lo2r;
wire [23:0] lh = lo1r * hi2r;
reg [25:0] hhr;
reg [23:0] hlr;
reg [23:0] lhr;
wire [26:0] mmul = hhr + hlr[23:11] + lhr[23:11] + 2;
wire [22:0] ym0 =   (mmul[26] == 1) ? mmul[25:3] :
                    (mmul[25] == 1) ? mmul[24:2] :
                    (mmul[24] == 1) ? mmul[23:1] : mmul[22:0];
wire s1 = x1r[1][31];
wire s2 = x2r[1][31];
wire ys = s1 ^ s2;
wire [7:0] e1= x1r[1][30:23];
wire [7:0] e2= x2r[1][30:23];
wire [9:0] ye0 = e1 + e2 + 129;       
wire iszero = (~(|x1r[1][30:23]) | ~(|x2r[1][30:23]));
wire isinf = (&x1r[1][30:23]) | (&x2r[1][30:23]);
wire [8:0] ye1 =    (ye0[9] == 1) ? 255 :
                    (ye0[8] == 0) ? 0 :
                    (mmul[26] == 1) ? ye0[7:0] + 2 :
                    (mmul[25] == 1) ? ye0[7:0] + 1 : ye0[7:0];
wire [7:0] ye = (ye1[8]) ? 255 : ye1[7:0];
wire [22:0] ym = (ye == 255 || ye == 0) ? 0 : ym0;
assign y =  (iszero) ? {ys, 31'b0} :
            (isinf) ? {ys, 8'b11111111, 23'b0} : {ys, ye, ym};
assign ovf = (ye0[9] == 1) ? 1 : 0;
always @(posedge clk) begin
    if(~rstn) begin
        x1r[0] <= 'b0;
        x2r[0] <= 'b0;
        hhr <= 'b0;
        hlr <= 'b0;
        lhr <= 'b0;
        hi1r <= 'b0;
        hi2r <= 'b0;
        lo1r <= 'b0;
        lo2r <= 'b0;
    end else begin
        x1r[0] <= x1;
        x2r[0] <= x2;
        x1r[1] <= x1r[0];
        x2r[1] <= x2r[0];
        hi1r <= hi1;
        lo1r <= lo1;
        hi2r <= hi2;
        lo2r <= lo2;
        hhr <= hh;
        hlr <= hl;
        lhr <= lh;
    end
end
endmodule
`default_nettype wire
`default_nettype none
module fsqr (
    input wire [31:0] x1,
    output wire y,
    input wire clk,
    input wire rstn);
wire ovf;
fmul u1(x1, x1, y, ovf, clk, rstn);
endmodule
`default_nettype wire
==> flow_metrics.tcl <==
# metrics dict for downstream scripts
set metrics [dict create \
    run_status "completed" \
    die_w_um 203.1 \
    r2r_setup_slack_ns 3.97 \
    largest_fanout_on_the_critical_path 14 \
    clock_sinks 78 \
    seq_area_frac_synth 0.1353 \
    port_buffers 33 \
    finalHoldViolations 0 \
    detail_route.iter0.violations 295 \
    netlist-cell-type-count 65 \
    holdCritPathClass "reg -> reg" \
    ff2ff_path_depth 21 \
    warnings 30 \
    htree_num_levels 3 \
    fp.coreArea_um2 39820 \
    detail_route.antenna_diodes 0 \
    setup-tns-final_ns 0 \
    switching_share 0.3907 \
    routed_via_density 4.411 \
    async_reset_ff_frac 0 \
    grt_antenna_before_repair 0 \
    power_density_nw_per_um2 101.0 \
    chipArea_um2 41240 \
    cts_resized 0 \
    post-route-period-util 0.5993 \
    clkSlewWorstSetupHoldPaths_ns 0.07 \
    grt_max_degree 52 \
    critPathArrivalTime_ns 6.17 \
    rsz0062_at_grt "no" \
    power.net_switching_mw 0.5265 \
    worst_skew_pair.late_latency_ns 0.36 \
    flop_cell "sky130_fd_sc_hd__dfxtp_1" \
    edf_count 8 \
    global_route.usage.total 0.1288 \
    internal_mw 0.8212 \
    worst_hold_startpoint "u1.x1r[0][27]" \
    worstReg2RegEnd "u1.hhr[24]" \
    tritoncts "built" \
    hold-path-endpoint "u1.x1r[0][59]" \
    worstSetupEndpointType "register" \
    synthesis.area_per_instance_um2 8.946 \
    layout.filler_cells 4127 \
    drt-pass1-iter-count 5 \
    design.portCount 35 \
    dp_hpwl_um 18390 \
    die_h_um 203.1 \
    place_congestion 0.8523 \
    route.final.wire_length_um 23970 \
    final-max-slew-violation-count 0 \
    first_pass_grt_wire_length_um 41030 \
    synthesis.yosys.warnings 0 \
    synth_flop_count 78 \
    fmax_mhz 168.5 \
    power_frac_comb 0.458 \
    crit_required_ns 10.13 \
    fp_util 0.3046 \
    cpPeakStageDelay_ns 0.61 \
    vdd.ir_drop.worst_uv 90.55 \
    drive_above_1_share 0.03644 \
    yosys-stat-cells 1356 \
    power_leakage_nw 6.931 \
    crit_start "u1.hi1r[12]" \
    cts.path.max_buffers 2 \
    synthCells 1356 \
    ant_nets 0 \
    syn2layout_area_growth_pct 9.974 \
    power_frac_clock 0.250 \
    cap_violations 0 \
    finalSetupViolCount 0 \
    crit_path_class "reg -> reg" \
    cts-root-buf "sky130_fd_sc_hd__clkbuf_16" \
    worst_slew_margin_rel 0.5816 \
    least_margin_pin_slew_ns 0.6267 \
    timing.critical_path.from_type "register" \
    ordered_cell_list_for_the_critical_path "buf_4 -> nand2_1 -> xor2_1 -> ha_1 -> inv_1 -> fa_1 -> inv_1 -> fa_1 -> fa_1 -> inv_1 -> fa_1 -> inv_1 -> ha_1 -> a21o_1 -> a21oi_1 -> o21ai_1 -> a21oi_1 -> o21ai_1 -> o41ai_1 -> xor2_1 -> nor2_1" \
    cts_setup_buffers 0 \
    post_layout_minimum_cycle_time_ns 5.933 \
    avgRoutedWirePerCell_um 12.64 \
    vias_in_the_first_global_route 8363 \
    drc 0 \
    number_of_buffers_created_by_cts 9 \
    mappedNetlistArea_um2 12130 \
    post_cts_hold_buffer_count 0 \
    r2r_start "u1.hi1r[12]" \
    grt_overflow_total 0 \
    place_inst 1881 \
    cp_slowest_cell "sky130_fd_sc_hd__dfxtp_1" \
    routed-via-count 8367 \
    finalNonFillerCells 1897 \
    worst_clock_skew_ns 0.01166 \
    power.share.sequential 0.293 \
    worst_hold_path_cells 0 \
    core.rowCount 73 \
    report.power.total_mw 1.348 \
    yosys-stat-area_um2 12130 \
]
==> power groups by stage <==
stage	logic [mW]	clock network [mW]	registers, mW
4_1_cts	0.630	0.349	0.395
5_1_grt	0.726	0.363	0.399
6_report	0.617	0.336	0.395
==> cell usage after synthesis (all sizes together) (3+ instances only) <==
| library cell | number | share of area |
|---|---|---|
| inv | 330 | 0.10 |
| fa | 195 | 0.32 |
| ha | 158 | 0.16 |
| nand2 | 139 | 0.043 |
| and2 | 133 | 0.069 |
| dfxtp | 70 | 0.12 |
| clkbuf | 46 | 0.014 |
| nor2 | 35 | 0.011 |
| a21oi | 29 | 0.012 |
| o21ai | 23 | 0.0095 |
| xnor2 | 22 | 0.016 |
| nor3 | 16 | 0.0079 |
| a21o | 15 | 0.0093 |
| xor2 | 15 | 0.011 |
| nand3 | 13 | 0.0054 |
| and3 | 10 | 0.0053 |
| o21a | 9 | 0.0056 |
| edfxtp | 8 | 0.020 |
| o211ai | 8 | 0.0050 |
| nand4 | 7 | 0.0036 |
| a211oi | 6 | 0.0041 |
| nor2b | 6 | 0.0031 |
| nor4 | 6 | 0.0031 |
| a31oi | 4 | 0.0021 |
| a211o | 3 | 0.0022 |
| a21boi | 3 | 0.0019 |
| nor3b | 3 | 0.0019 |
| o2111ai | 3 | 0.0022 |
| o21bai | 3 | 0.0022 |
| or4 | 3 | 0.0022 |
==> worst max-delay path: cells and delay by family (launching register included) <==
kind,cells,cell delay [ns]
AOI/OAI and AO/OA,6,1.39
xor gates and xnor gates,2,0.37
adders and majority gates,6,2.71
buffers and inverters,5,0.51
DFF,1,0.61
and+or+nand+nor,2,0.20
==> final cells by class <==
class	instances	area [um2]	area share
multi-input cells	898	9047	0.6782
clock buffers	10	229.0	0.01716
inverters	332	1260	0.09445
flip-flops and latches	78	1642	0.1231
well taps	525	656.9	0.04924
clock inverters	6	67.56	0.005065
repair buffers	48	437.9	0.03283
==> state kept, by name (all words and copies together) (netlist names) <==
signal   count
u1.hi1r     12
u1.x1r      18
u1.hhr      25
u1.lo1r     10
u1.hlr      13
==> worst max path at each step <==
| stage | end | slack, ns |
|---|---|---|
| 4_1_cts | u1.hhr[24] | 3.90 |
| 5_1_grt | u1.hhr[24] | 3.55 |
| 6_report | u1.hhr[24] | 3.97 |
==> layer usage <==
layer / GRT usage / up-vias / routed length (um)
met5: 0.01071 / - / 57
met4: 0.006713 / 2 / 154
met3: 0.05216 / 13 / 2094
met2: 0.1852 / 220 / 9974
met1: 0.1945 / 3959 / 11690
li1: - / 4173 / -
==> layout by cell type (no fill, tap or decap), types with 15 or more instances in the layout <==
master,Yosys,final
sky130_fd_sc_hd__a21oi_1,29,29
sky130_fd_sc_hd__and2_1,132,132
sky130_fd_sc_hd__a21o_1,15,15
sky130_fd_sc_hd__xnor2_1,22,22
sky130_fd_sc_hd__nand2_1,138,138
sky130_fd_sc_hd__nor2_1,35,35
sky130_fd_sc_hd__inv_1,330,330
sky130_fd_sc_hd__buf_4,0,15
sky130_fd_sc_hd__dfxtp_1,70,70
sky130_fd_sc_hd__ha_1,158,158
sky130_fd_sc_hd__clkdlybuf4s50_1,0,32
sky130_fd_sc_hd__xor2_1,15,15
sky130_fd_sc_hd__fa_1,195,195
==> cells by family after synthesis <==
group	Yosys count	share of synthesized area
AND/OR/NAND/NOR	382	0.1621
buffers and inverters	380	0.1188
adder cells (fa/ha/maj)	353	0.4848
AND-OR/OR-AND	122	0.06870
flip-flops	78	0.1353
XOR/XNOR	37	0.02671
multiplexers	4	0.003507
==> stage by stage <==
step	utilization	setup slack, ns	cell area, um2	hold WS (ns)
floorplan	-	4.508	12130	0.3855
global placement	0.3275	3.951	13040	0.3925
detailed placement	0.3275	3.934	13040	0.3897
CTS	0.3350	3.896	13340	0.4032
global route	0.3350	3.555	13340	0.4168
finish	0.3350	3.967	13340	0.4040
Power and IR drop assume default switching activity.
